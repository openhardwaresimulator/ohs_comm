### design/flow/config.mk
export PLATFORM = sky130hd
export DESIGN_NAME = axi_ohs_comm
export DESIGN_NICKNAME = axi_ohs_comm
export VERILOG_FILES = /design/flow/design.v
export SDC_FILE = /design/flow/constraint.sdc
export NUM_CORES = 4
export LEC_CHECK = 1
export CORE_UTILIZATION = 40
### design/flow/constraint.sdc
current_design axi_ohs_comm

set clk_period 2.7
set clk_io_pct 0.2

create_clock -name clk0 -period $clk_period [get_ports {s_axi_aclk}]

set non_clock_inputs [all_inputs -no_clocks]
set_input_delay [expr $clk_period * $clk_io_pct] -clock clk0 $non_clock_inputs
set_output_delay [expr $clk_period * $clk_io_pct] -clock clk0 [all_outputs]
### design/flow/design.v
`default_nettype none
module axi_ohs_comm #(
	parameter	S_AXI_ADDR_WIDTH = 4
)(
		input wire s_axi_aclk, 
	input wire s_axi_aresetn, 
  input wire [S_AXI_ADDR_WIDTH - 1:0] s_axi_awaddr,
  input wire s_axi_awvalid,
	output wire s_axi_awready,
	input wire [32-1:0] s_axi_wdata,
	input wire [32/8-1:0] s_axi_wstrb,
	input wire s_axi_wvalid,
  output wire s_axi_wready,
	output wire [1:0] s_axi_bresp,
	output reg s_axi_bvalid,
	input wire s_axi_bready,
	input wire [S_AXI_ADDR_WIDTH - 1:0] s_axi_araddr,
  input  wire s_axi_arvalid,
  output wire s_axi_arready,
  output wire [32-1:0] s_axi_rdata,	
  output wire [1:0] s_axi_rresp,
	output reg s_axi_rvalid,
	input wire s_axi_rready
);
	localparam ADDR_LSB = 2;  
	localparam ADDR_MSB = S_AXI_ADDR_WIDTH-ADDR_LSB;  
	function [32-1:0]	apply_wstrb;
		input	[32-1:0] prior_data;
		input	[32-1:0] new_data;
		input	[32/8-1:0] wstrb;
		integer	k;
		for(k=0; k<32/8; k=k+1)
		begin
			apply_wstrb[k*8 +: 8]
				= wstrb[k] ? new_data[k*8 +: 8] : prior_data[k*8 +: 8];
		end
	endfunction
	reg	[32-1:0] r0;
	reg	[32-1:0] r1;
	reg	[32-1:0] r2;
	reg	[32-1:0] r3;
	reg [1:0] axi_rresp;  
	reg [1 :0] axi_bresp;  
	reg axi_awready;  
	reg axi_bvalid;  
	wire [ADDR_MSB-1:0] axi_awaddr;  
	wire [ADDR_MSB-1:0] axi_araddr;  
	reg [32-1:0] axi_rdata;  
	reg axi_arready;  
	wire axi_read_ready;  
	wire [32-1:0] wskd_r0;  
	wire [32-1:0] wskd_r1;  
	wire [32-1:0] wskd_r2;  
	wire [32-1:0] wskd_r3;  
  always @(posedge s_axi_aclk )
    if (!s_axi_aresetn)
        axi_awready <= 1'b0;
    else
      axi_awready <= !axi_awready && (s_axi_awvalid && s_axi_wvalid) && (!s_axi_bvalid || s_axi_bready);
	assign s_axi_awready = axi_awready;
	assign s_axi_wready = axi_awready;
	assign	wskd_r0 = apply_wstrb(r0, s_axi_wdata, s_axi_wstrb);
	assign axi_awaddr = s_axi_awaddr[S_AXI_ADDR_WIDTH-1:ADDR_LSB];
	always @(s_axi_aclk)
	if (!s_axi_aresetn) begin
		r0 <= 0;
		r1 <= 0;
		r2 <= 0;
		r3 <= 0;
	end
	else 
		if (axi_awready)
			case(s_axi_awaddr)
				2'b00: r0 <= wskd_r0;
				2'b01: r1 <= wskd_r1;
				2'b10: r2 <= wskd_r2;
				2'b11: r3 <= wskd_r3;
			endcase
	assign axi_read_ready = (s_axi_arvalid && s_axi_arready);
	assign axi_araddr = s_axi_araddr[S_AXI_ADDR_WIDTH-1:ADDR_LSB];
	always @(posedge s_axi_aclk)
		if (!s_axi_aresetn)
			axi_rdata <= {32{1'b0}};
		else 
			if (!s_axi_rvalid || s_axi_rready)
				case(axi_araddr)
					2'b00: axi_rdata	<= r0;
					default: axi_rdata <= {32{1'b0}};
				endcase
	assign s_axi_rdata = axi_rdata;
	assign s_axi_bresp = 2'b00;
	assign s_axi_rresp = 2'b00;
	always @(posedge s_axi_aclk)
		if (!s_axi_aresetn)
			s_axi_bvalid <= 1'b0;
		else 
			if (axi_awready)
				s_axi_bvalid <= 1'b1;
			else if (s_axi_bready)
				s_axi_bvalid <= 1'b0;
	always @(posedge s_axi_aclk)
		if (!s_axi_aresetn)
			s_axi_rvalid <= 1'b0;
		else 
			if (axi_read_ready)
				s_axi_rvalid <= 1'b1;
			else if (s_axi_rready)
				s_axi_rvalid <= 1'b0;
	assign s_axi_arready = !s_axi_rvalid;
endmodule
### design/flow/run.sh
#!/bin/bash
# OpenROAD 26Q1-2900-gdf79404cd8, Yosys 0.63+post, stock flow scripts
make -C /OpenROAD-flow-scripts/flow DESIGN_CONFIG=/design/flow/config.mk WORK_HOME=/design/flow/orfs finish
==> results_dict.tcl <==
# collected from the flow reports
set metrics [dict create \
    dieArea_mm2 0.006596 \
    dr.pass1.iters 4 \
    route.vias.total 1953 \
    end_kind "flop" \
    gr-total-overflow 0 \
    clk_pin_slew_ns 0.07 \
    yosys_cells 234 \
    drive_above_1_share 0.05449 \
    p_leak_nw 1.378 \
    antenna_found_initial 0 \
    fp-row-count 28 \
    clockBufferDepth 2 \
    drc 0 \
    fin_tns_setup_ns 0 \
    syn_area_per_cell_um2 10.73 \
    ant_nets 0 \
    dp_hpwl_um 3668 \
    hold_depth 1 \
    cts_tree "built" \
    grt_max_degree 44 \
    min_period_over_period 0.7640 \
    grt_pass1_wl_um 8611 \
    status "complete, no violations" \
    syn_inst 234 \
    layout_min_cycle_time_ns 2.063 \
    grt_pass1_vias 1765 \
    start_kind "input pin" \
    core_region_area_mm2 0.005991 \
    maxCapViolations 0 \
    fin_total_pwr_w 0.001201 \
    tightest_slew_ns 0.6602 \
    fmax_mhz 484.8 \
    rr_startpoint "s_axi_rvalid$_SDFFE_PN0P_" \
    maxSlewHeadroom 0.5590 \
    final_max_slew_viol_count 0 \
    ys_dominant_reg_cell "dfxtp_1" \
    cts_resized 0 \
    drtIter0Drc 63 \
    htreeDepth 2 \
    r2r_cells 3 \
    cts_hold_buf 0 \
    ys_sh_aoi 0.1376 \
    area_growth_syn_to_layout_pct 36.74 \
    synthXorXnorAreaFrac 0 \
    finalWirelength_um 5476 \
    finalSetupViolCount 0 \
    warnings 27 \
    track_usage 0.1745 \
    untimed_endpoints 32 \
    initCoreUtil 0.4190 \
    rsz0062_at_grt "no" \
    post-cts-setup-buffers 0 \
    die_y_um 81.22 \
    required_ns 2.93 \
    synthArstFlopShare 0 \
    ys_area_mm2 0.002510 \
    drt-wirelength-per-cell_um 14.15 \
    place_congestion 0.7754 \
    n_fill_cell 519 \
    antennaDiodeCount 0 \
    ys.flops 67 \
    hp-class "flop to flop" \
    edf_count 0 \
    final_core_util 0.5729 \
    critPathArrivalTime_ns 2.29 \
    final_hold_viol_count 0 \
    skew_ns 0.003411 \
    cts-buffers-inserted 5 \
    viasPerCell 5.047 \
    r2r_setup_slack_ns 1.17 \
    unclocked_regs 32 \
    logic_family "simple AND/OR/NAND/NOR gates" \
    ys_warn_count 33 \
    mux_share 0.1276 \
    simple_gate_share 0.1854 \
    worstPathMaxFanout 43 \
    boundaryPins 92 \
    crit_start "s_axi_aresetn" \
    clk_latency_ns 0.28 \
    crit_path_end "axi_rdata[22]$_SDFFE_PN0P_" \
    die_x_um 81.22 \
    clock-root-buffer "clkbuf_8" \
    r2r-end "axi_rdata[3]$_SDFFE_PN0P_" \
    synthesis.area_mm2 0.002510 \
    p_per_area_mw_per_mm2 349.8 \
    synth.distinct_cells 26 \
    holdWs_ns 0.4665 \
    ir_worst_vdd_mv 0.1915 \
    worstSetupPathType "input pin to flop" \
    port_buffers 85 \
    ys_sh_adder 0 \
]
-- power by group --
group | leakage, nW | internal [W] | switching (W) | total, W
Combinational | 0.795 | 0.000127 | 0.0000836 | 0.000211
Clock | 0.0515 | 0.000233 | 0.000189 | 0.000422
Sequential | 0.532 | 0.000557 | 0.0000102 | 0.000567
-- Yosys cell counts, types with 2 or more instances --
cell      instances  area [um2]
a32o_1           32       320.3
and2_1            6       37.54
and2b_1           3       22.52
buf_2             9       45.04
buf_4             6       45.04
buf_6             5       56.30
buf_8             2       30.03
clkbuf_2          2       10.01
dfxtp_1          35       700.7
dlxtn_1          32       480.5
mux2i_1          32       320.3
nor2b_1          56       350.3
-- metrics by stage --
stage               instance area [um2]  std cells  worst slack [ns]
CTS                                3432        387            0.6111
detailed placement                 3332        379            0.3177
global route                       3432        387            0.5570
floorplan                          2521        237             1.453
finish                             3432        387            0.6371
global placement                   3332        379            0.3454
-- logic make-up after synthesis --
group | Yosys count
latches | 32
buffers and inverters | 26
other | 1
muxes | 32
and+or+nand+nor | 73
DFF | 35
AOI/OAI and AO/OA | 35
-- worst max-delay path: stages --
cell and delay [ns]:
clkdlybuf4s50_1 0.47, buf_4 0.35, nor2b_4 0.65, a32o_1 0.27
-- per-layer routing --
metal / global-route usage / vias up / share of wire
met5: 0 / - / 0
li1: - / 973 / -
met3: 0.02851 / 8 / 0.045
met2: 0.2941 / 46 / 0.49
met1: 0.2478 / 926 / 0.46
met4: 0.01964 / 0 / 0.013
-- area by class of cell --
type | count | area (um2) | area share
Clock buffer | 8 | 100.1 | 0.02917
Inverter | 1 | 3.754 | 0.001094
Multi-Input combinational cell | 144 | 1150 | 0.3350
Sequential cell | 67 | 1181 | 0.3441
Tap cell | 75 | 93.84 | 0.02734
Timing Repair Buffer | 92 | 903.4 | 0.2632
-- flip-flops by register name (all words and copies together) (netlist names) --
register	count
axi_awready	1
axi_rdata	32
r0	32
s_axi_bvalid	1
s_axi_rvalid	1
-- how the worst min path moves through the flow --
stage	from	end
after CTS	axi_rdata[28]$_SDFFE_PN0P_	axi_rdata[28]$_SDFFE_PN0P_
after global routing	axi_rdata[28]$_SDFFE_PN0P_	axi_rdata[28]$_SDFFE_PN0P_
final	axi_rdata[6]$_SDFFE_PN0P_	axi_rdata[6]$_SDFFE_PN0P_
-- layout by cell type, fill, tap and decap left out, types with 3 or more instances in the layout --
cell type and n:
and2b_1 3, clkdlybuf4s50_1 85, nor2b_1 56, buf_4 7
mux2i_1 32, dfxtp_1 35, a32o_1 32, dlxtn_1 32
and2_1 6, conb_1 4, clkbuf_8 7
Power and IR drop assume default switching activity.
